==> design/flow/design.v <==
`timescale 1ns / 1ps
module address_unit(
    input            clk        ,
    input            rst        ,
    input      [2:0] mode       ,
    input            en         ,
    input      [8:0] zeta_new_1 ,  
    input      [8:0] zeta_new_2 ,  
    input      [8:0] zeta_new_3 ,  
    input      [8:0] zeta_new_4 , 
    input      [8:0] zeta_new_5 ,  
    input      [8:0] zeta0_old_1,                                           
    input      [8:0] zeta1_old_2,
    input      [8:0] zeta2_old_3,
    input      [8:0] zeta3_old_4,                                           
    output reg [5:0] ram_addr1  ,
    output reg [8:0] twi_addr0  ,
    output reg [8:0] twi_addr1  ,   
    output reg [8:0] twi_addr2  ,
    output reg [8:0] twi_addr3  ,
    output reg [8:0] twi_addr4  ,
    output reg [8:0] twi_addr5  ,
    output           done       
);
    localparam N2 = 512;
    localparam
        FORWARD_NTT_MODE = 3'd0,
        INVERSE_NTT_MODE = 3'd1; 
    wire [1:0] floor    ;  
    reg  [7:0] round    ;  
    reg  [5:0] cnt_64   ;  
    reg  [7:0] j_inv    ;  
    reg  [7:0] j_inv_1  ;  
    reg  [8:0] zeta_new1;
    reg  [8:0] zeta_new2;
    reg  [8:0] zeta_new3; 
    reg  [8:0] zeta_new4; 
    reg  [8:0] zeta_new5;
    reg [8:0] zeta0_old; 
    reg [8:0] zeta1_old;
    reg [8:0] zeta2_old;
    reg [8:0] zeta4_old;
    reg [8:0] zeta1; 
    reg [8:0] zeta2;
    reg [8:0] zeta3;
    reg [8:0] zeta4;
    reg [8:0] zeta5;                               
    always@(*) begin 
        twi_addr0 = 0; twi_addr1 = 0; twi_addr2 = 0; twi_addr3 = 0; twi_addr4 = 0; twi_addr5 = 0;
        case(mode)
            FORWARD_NTT_MODE : begin
                zeta0_old = (floor_sr[4] == 'd0 ) ? N2 : (N2 - zeta0_old_1);      
                zeta1_old = (floor_sr[4] == 'd0 ) ? N2 : (N2 - zeta1_old_2);      
                zeta2_old = (floor_sr[4] == 'd0 ) ? N2 : (N2 - zeta2_old_3);      
                zeta4_old = (floor_sr[4] == 'd0 ) ? N2 : (N2 - zeta3_old_4);      
                zeta_new1 = (floor_sr[4] == 'd3) ? 9'd0 : zeta_new_sr[4];   
                zeta1 = j_inv;
                zeta2 = j_inv >> 1;
                zeta3 = {1'b1,j_inv[7:1]}; 
                zeta4 = zeta1 + zeta2;
                zeta5 = zeta1 + zeta3;
                twi_addr0 = (zeta_new1 + zeta0_old) & (N2-'d1);
                twi_addr1 = (zeta_new1 + zeta1_old + zeta1) & (N2-'d1);
                twi_addr2 = (zeta_new1 + zeta2_old + zeta2) & (N2-'d1);
                twi_addr3 = (zeta_new1 + zeta2_old + zeta3) & (N2-'d1);
                twi_addr4 = (zeta_new1 + zeta4_old + zeta4) & (N2-'d1);
                twi_addr5 = (zeta_new1 + zeta4_old + zeta5) & (N2-'d1);
            end
            INVERSE_NTT_MODE : begin
                zeta0_old = (floor_sr[1] == 'd3 ) ? N2 : (N2 - zeta0_old_1);      
                zeta_new2 = (floor_sr[1] == 'd0) ? 9'd0 : zeta_new_2;  
                zeta_new3 = (floor_sr[1] == 'd0) ? 9'd0 : zeta_new_3;  
                zeta_new4 = (floor_sr[1] == 'd0) ? 9'd0 : zeta_new_4;  
                zeta_new5 = (floor_sr[1] == 'd0) ? 9'd0 : zeta_new_5;  
                zeta1 = N2 -  j_inv_1;
                zeta2 = N2 - (j_inv_1 >> 1);
                zeta3 = 384- (j_inv_1 >> 1); 
                zeta4 = zeta1 + zeta2;
                zeta5 = zeta1 + zeta3;
                twi_addr0 = (zeta_new2 + zeta0_old) & (N2-'d1);
                twi_addr1 = (zeta_new3 + zeta0_old + zeta1) & (N2-'d1);
                twi_addr2 = (zeta_new4 + zeta0_old + zeta2) & (N2-'d1);
                twi_addr3 = (zeta_new4 + zeta0_old + zeta3) & (N2-'d1);
                twi_addr4 = (zeta_new5 + zeta0_old + zeta4) & (N2-'d1);
                twi_addr5 = (zeta_new5 + zeta0_old + zeta5) & (N2-'d1);
            end
        endcase
    end    
    always @(*) begin
        if(floor == 0) begin                                                                  
            ram_addr1 = (cnt_64 << 4) + (cnt_64 >> 2);                                                                                                                            
        end else if(floor == 1) begin                                                                   
            ram_addr1 = (cnt_64 << 2) + (cnt_64 >> 4);
        end else if(floor == 2) begin
            ram_addr1 = cnt_64;
        end else begin
            ram_addr1 = (cnt_64 << 4) + (cnt_64 >> 2);
        end
    end
    always @(*) begin
        case(mode)
            FORWARD_NTT_MODE : begin
                if(floor_sr[4] == 0) begin
                    j_inv = 'd128;                                                                                                       
                end else if(floor_sr[4] == 1) begin                                                            
                    j_inv = {cnt_64_sr[4][0],cnt_64_sr[4][1],6'b100000};                                                                 
                end else if(floor_sr[4] == 2) begin
                    j_inv = {cnt_64_sr[4][0],cnt_64_sr[4][1],cnt_64_sr[4][2],cnt_64_sr[4][3],4'b1000};                                   
                end else begin
                    j_inv = {cnt_64_sr[4][0],cnt_64_sr[4][1],cnt_64_sr[4][2],cnt_64_sr[4][3],cnt_64_sr[4][4],cnt_64_sr[4][5],2'b10};     
                end
            end
            INVERSE_NTT_MODE : begin 
                if(floor_sr[1] == 0) begin
                    j_inv_1 = 'd128;                                                                                                     
                end else if(floor_sr[1] == 1) begin                                                            
                    j_inv_1 = {cnt_64_sr[1][0],cnt_64_sr[1][1],6'b100000};                                                               
                end else if(floor_sr[1] == 2) begin
                    j_inv_1 = {cnt_64_sr[1][0],cnt_64_sr[1][1],cnt_64_sr[1][2],cnt_64_sr[1][3],4'b1000};                                 
                end else begin
                    j_inv_1 = {cnt_64_sr[1][0],cnt_64_sr[1][1],cnt_64_sr[1][2],cnt_64_sr[1][3],cnt_64_sr[1][4],cnt_64_sr[1][5],2'b10};   
                end
            end
        endcase    
    end
    assign floor = (mode == FORWARD_NTT_MODE) ? round : 'd3 - round;
    assign done = (cnt_64 == 'd63) && (round == 'd3);
    always @(posedge clk) begin
        if(rst) begin
            round     <= 'd0;
            cnt_64    <= 'd0;
        end else begin
            if(cnt_64 == 'd63) begin     
                round <= round + 'b1;
            end else begin
                round <= round;
            end
            if(en) begin
                cnt_64 <= cnt_64 + 1;
            end else begin
                cnt_64 <= cnt_64;
            end
        end
    end
    reg [1:0] floor_sr [4:0];
    integer i;
    initial begin
        for (i = 0; i < 4; i = i + 1)
            floor_sr[i] = 0;
    end 
    reg [8:0] zeta_new_sr [4:0];
    integer j;
    initial begin
        for (j = 0; j < 4; j = j + 1)
            zeta_new_sr[j] = 0;
    end 
    reg [5:0] cnt_64_sr [4:0];
    integer k;
    initial begin
        for (k = 0; k < 4; k = k + 1)
            cnt_64_sr[k] = 0;
    end 
    always @(posedge clk) begin
        floor_sr[0] <= floor;
            for (i = 0; i < 4; i = i + 1)
                floor_sr[i+1] <= floor_sr[i];
        zeta_new_sr[0] <= zeta_new_1;
            for (j = 0; j < 4; j = j + 1)
                zeta_new_sr[j+1] <= zeta_new_sr[j];
        cnt_64_sr[0] <= cnt_64;
            for (k = 0; k < 4; k = k + 1)
                cnt_64_sr[k+1] <= cnt_64_sr[k];
    end
endmodule
==> design/flow/run.sh <==
#!/bin/bash
# OpenROAD 26Q1-2900-gdf79404cd8, Yosys 0.63+post, stock flow scripts
make -C /OpenROAD-flow-scripts/flow DESIGN_CONFIG=/design/flow/config.mk WORK_HOME=/design/flow/orfs finish
==> design/flow/config.mk <==
export PLATFORM = sky130hd
export DESIGN_NAME = address_unit
export DESIGN_NICKNAME = address_unit
export VERILOG_FILES = /design/flow/design.v
export SDC_FILE = /design/flow/constraint.sdc
export NUM_CORES = 4
export LEC_CHECK = 1
export CORE_UTILIZATION = 40
==> design/flow/constraint.sdc <==
current_design address_unit

set clk_period 14.1
set clk_io_pct 0.2

create_clock -name clk0 -period $clk_period [get_ports {clk}]

set non_clock_inputs [all_inputs -no_clocks]
set_input_delay [expr $clk_period * $clk_io_pct] -clock clk0 $non_clock_inputs
set_output_delay [expr $clk_period * $clk_io_pct] -clock clk0 [all_outputs]
==> results.txt <==
fresh numbers from the pnr run: CP Max Fanout=6, Root Buffer=clkbuf_16, row count=between 50 and 60, outcome=completed, ANT nets after route=0, post-cts resize count=0, CP required=between 10,000 and 15,000 ps, peak supply drop=64.3 uV, most frequent logic cell in the layout=clkdlybuf4s50_1, Final period util=0.790, fp_density=0.407, total congestion overflow=0, fmax=0.0898 GHz, power per cell area=about 90 mW/mm^2, Switching Fraction=0.338, Die Span Y=154 microns, routed wl met3=approximately 1.2 mm, simple-gate share of the synthesized area=0.150, Total Routing Usage GR=0.211, Mapped Area=0.00919 sq mm, final setup violation count=0, initial DRC count=around 400, Routed wire per std cell=around 16 microns, Hold Crit Depth=0, worst r2r path cells=7, Synth Area in XOR/XNOR=0.157, Chip Footprint=0.0236 sq mm, hold_buf cts=0, ys async rst share=0, total CTS buffers=9, crit path kind=primary input to output pin, Yosys chip area=0.00919 sq mm, final instance area=0.0111 sq mm, yosys warns=4, area fraction in compound gates=0.166, Reg power frac=0.308, Top logic family=adder cells, IO Pins=roughly 150, clock transition at the registers of the reported paths=about 60 ps, Final Hold Fails=0, Placed Area=roughly 0.011 sq mm, register pins left without a clock=14, Worst EP arrival=around 8300 ps, Hold Crit Class=register to register, total power draw=about 1000 uW, post-synth cell types=roughly 80, HPWL after detailed placement=around 19 mm, Adder Share, Synth=0.213, initial antenna violation count=0, measured slew at the worst slew-check pin=between 700 and 800 ps, met2 routed wirelength=around 10 mm, global-route wire length before repair=~38 mm, deepest clock path buffer count=2, WL met1=between 10 and 15 mm, NetSw=331 uW, Comb pwr share=0.472, RSZ-0062 raised after global routing=false, DIE WIDTH=between 150 and 200 microns, Slew headroom=0.498, min cycle time layout=about 11,000 ps, Area growth, synth to finish=20.6%, Cell area leaders=dfxtp_1 (22%), ha_1 (13%), xnor2_1 (9.8%), H-tree levels=3, Top Layer Used=met4, Top Layout Cells=clkdlybuf4s50_1 (147), xnor2_1 (103), dfxtp_1 (99), number of enable flip-flop cells=0, setup bufs post-CTS=0, Diodes inserted=0, type of origin of the critical path=primary input, leakage=0.00488 uW, CP endpoint kind=output pin, max-cap viol count=0, setup_tns=0 ps, MUX area fraction=0.00940, share of cells above drive strength 1=0.0450, tool warning count=27, Yosys Instances=1,056, fillcell total=~2,100, vias per std cell=around 5.0, Latency at later pin=around 340 ps, vias in the first global route=7,086, endpoints left unconstrained=14, Clk network pwr share=0.220, Placeable Area=0.0226 sq mm, largest net degree at the start of global routing=37, Synth Register Bits=approximately 110, ys flop type=dfxtp_1, drt pass-1 iters=5, DRC viols=0, top area contributor share=0.216, via count=roughly 7,400, final WL=23.7 mm, GPL Wtd Cong=0.888, port bufs=between 100 and 150, Slew Limit Fails=0, leading area contributor after synthesis=dfxtp_1, Synth Area per Inst=between 8 and 9 sq um, Worst Skew=between 5 and 6 ps, CTS tree=yes, Cells after Synth=between 1,000 and 1,500, P_int=646 uW
==> final timing paths <==
check | to | slack (ps) | start
max | twi_addr4[8] | 2960 | zeta0_old_1[0]
min | zeta_new_sr[3][4] | 330 | zeta_new_sr[2][4]
max reg2reg | round[7] | 12190 | cnt_64[0]
min reg2reg | zeta_new_sr[3][4] | 330 | zeta_new_sr[2][4]
==> metrics by stage <==
step            util  instances  hold WS, ps  setup slack (ps)
6_report       0.491       1462          326              2960
3_3_place_gp   0.480       1449          310              3020
2_1_floorplan      -       1056          310              4700
5_1_grt        0.491       1462          328              2520
3_5_place_dp   0.480       1449          312              2980
4_1_cts        0.491       1462          324              2950
==> per-layer routing <==
| metal | vias up | GRT usage |
|---|---|---|
| met4 | 0 | 0.0410 |
| li1 | 3835 | - |
| met3 | 23 | 0.0322 |
| met1 | 3324 | 0.320 |
| met5 | - | 0 |
| met2 | 199 | 0.327 |
==> cells in the mapped netlist (4+ instances only) <==
library cell	count
xnor2_1	103
dfxtp_1	99
ha_1	98
inv_1	95
nor2_1	80
a21oi_1	66
nand2_1	66
xor2_1	42
and2_1	34
fa_1	34
o22ai_1	27
o21ai_0	26
clkbuf_1	23
o21bai_1	21
a21o_1	20
nor3_1	16
buf_4	14
a22o_1	10
nand3_1	10
and3_1	9
a22oi_1	8
dlxtn_1	7
dlxtp_1	7
nand4_1	7
nor2b_1	7
or3_1	7
nand2b_1	6
o211ai_1	6
a31oi_1	5
buf_1	5
mux2_2	5
nor4_1	5
o32ai_1	5
xnor3_1	5
a21boi_0	4
o2111ai_1	4
==> registers in the layout, indices dropped and copies added, names as in the netlist <==
signal and flops:
zeta_new_sr 45, floor_sr 10, j_inv 7, cnt_64 6, cnt_64_sr 30, j_inv_1 7
round 8
==> cells by family (layout without fill, tap and decap cells) <==
kind of cell,count (synthesis),in the layout
AND-OR/OR-AND,229,229
XOR/XNOR,153,153
adder cells (fa/ha/maj),137,137
buffers and inverters,144,265
flip-flops,99,99
latches,14,14
multiplexers,8,8
AND/OR/NAND/NOR,272,272
==> power groups by stage <==
stage / clock (uW) / combinational [uW] / sequential [uW]
final: 215 / 461 / 300
after CTS: 223 / 466 / 300
after global routing: 235 / 517 / 302
==> worst max-delay path, cell delays in order <==
cell	delay (ps)
clkdlybuf4s50_1	620
inv_1	120
nor2_1	340
ha_1	240
inv_1	50
fa_1	400
nor3_1	210
o21ai_1	90
a21oi_2	250
o221ai_2	140
nor2_1	150
o21ai_0	90
a32oi_1	210
xor2_1	190
fa_1	430
ha_1	290
inv_1	100
o21bai_1	110
a21oi_1	180
xor2_1	170
xnor3_1	410
o22ai_1	170
clkdlybuf4s50_1	520
==> area by class of cell <==
type / count / area, sq um / share of cell area
multi-input cells: 799 / 6380 / 0.576
clock inverters: 4 / 30.0 / 0.00271
inverters: 97 / 364 / 0.0328
repair buffers: 155 / 1530 / 0.138
flip-flops and latches: 113 / 2190 / 0.198
clock buffers: 9 / 225 / 0.0203
well taps: 285 / 357 / 0.0322
Power and IR drop assume default switching activity.
