File: /design/flow/design.v
`timescale 1ns / 1ps
module mod_add #(parameter Q = 23'd8380417,parameter WIDTH = 'd23)(
	input              clk,
	input  [WIDTH-1:0] ina,
	input  [WIDTH-1:0] inb,
	output [WIDTH-1:0] out
);
    reg  [WIDTH  :0] add_res;
    wire [WIDTH  :0] temp;
	always@(posedge clk) begin
		add_res <= ina + inb;
	end
	assign temp = add_res - Q;
	assign out = temp[WIDTH] ? add_res : temp[22:0];
endmodule
module mod_sub #(parameter Q = 23'd8380417,parameter WIDTH = 'd23)(
	input              clk,
	input  [WIDTH-1:0] ina,
	input  [WIDTH-1:0] inb,
	output [WIDTH-1:0] out
);
    reg [WIDTH:0] sub_res;
    reg [WIDTH-1:0] temp;
	always@(posedge clk) begin
		sub_res <= ina - inb;
	end
	assign out = sub_res[WIDTH] ? sub_res + Q : sub_res;
endmodule
module x_4 #(parameter Q = 23'd8380417,parameter WIDTH = 'd23)(
	input  [WIDTH-1:0] ina,
	output [WIDTH-1:0] out
);
    wire [WIDTH-1:0] temp;
	assign temp =  ina[0] ? {1'd0,( ina >> 1) + ((Q + 1) >> 1)} : {1'd0, ina >>1};
	assign out  = temp[0] ? {1'd0,(temp >> 1) + ((Q + 1) >> 1)} : {1'd0,temp >>1};
endmodule
module mod_mult#(parameter Q = 23'd8380417,parameter WIDTH = 'd23)(
	input              clk,
	input  [WIDTH-1:0] ina,
	input  [WIDTH-1:0] inb,  
	output [WIDTH-1:0] out    
);
	wire a,b;
	wire [WIDTH:0] c;
  	(* keep = "true" *) reg [45:0] mult_res;
  	wire [45:0] m ;
	mult_stage mult_stage(clk,ina,inb,m);
	always@(posedge clk) begin
		mult_res <= m ;					
	end
	Barrett REDUCER1(clk,0,a,1,mult_res,1,b,out,c);
endmodule
module mult_stage(
    input               clk  ,
    input      [22:0]   mult0,
    input      [22:0]   mult1,
    output     [45:0]   data_o
);
    wire [13:0] mult1_0 = mult1[13: 0];        
    wire [ 8:0] mult1_1 = mult1[22:14];        
    wire [32:0] add_res0 ;
    reg  [36:0] mult_res0;
    reg  [31:0] mult_res1;
    always@(posedge clk) begin
        (* keep = "true" *) mult_res0 <= mult1_0 * mult0;     
        (* keep = "true" *) mult_res1 <= mult1_1 * mult0;     
    end
    assign add_res0 = mult_res0[36:14] + mult_res1;    
    assign data_o = {add_res0,mult_res0[13:0]};
endmodule
File: /design/flow/run.sh
#!/bin/bash
# OpenROAD 26Q1-2900-gdf79404cd8, Yosys 0.63+post, stock flow scripts
make -C /OpenROAD-flow-scripts/flow DESIGN_CONFIG=/design/flow/config.mk WORK_HOME=/design/flow/orfs finish
File: /design/flow/config.mk
export PLATFORM = sky130hd
export DESIGN_NAME = mult_stage
export DESIGN_NICKNAME = mult_stage
export VERILOG_FILES = /design/flow/design.v
export SDC_FILE = /design/flow/constraint.sdc
export NUM_CORES = 4
export LEC_CHECK = 1
export CORE_UTILIZATION = 40
File: /design/flow/constraint.sdc
current_design mult_stage

set clk_period 20.0
set clk_io_pct 0.2

create_clock -name clk0 -period $clk_period [get_ports {clk}]

set non_clock_inputs [all_inputs -no_clocks]
set_input_delay [expr $clk_period * $clk_io_pct] -clock clk0 $non_clock_inputs
set_output_delay [expr $clk_period * $clk_io_pct] -clock clk0 [all_outputs]
==> results.cfg <==
; synthesis and place-and-route metrics
[status]
outcome = complete, no violations

[yosys]
yosysUniqueCellTypes = 63
synth_area_um2 = 19400
avgSynthCellArea_um2 = 8.78
top_area_share_pct = 41.1
synth_top_cell_by_area = fa_1
edf_count = 0
synthCells = 2210
ys_area_um2 = 19400
yosys_warnings = 1
synth_top_flop_cell = dfxtp_1
ys_cells = 2210
ys_seq_elements = 69
top_cells_by_area = fa_1 (41%), ha_1 (11%), inv_1 (8.4%)
synthArstFlopShare_pct = 0
ys_seq_share_pct = 7.12

[final_layout]
nFillCells = 4487
finalInstanceArea_um2 = 21200
combGateArea_um2 = 15900
drive_gt1_share_pct = 3.69
syn2layout_area_growth_pct = 9.42
seq_area_um2 = 1380

[floorplanning]
die_h_um = 222
ioPinCount = 93
core-area_um2 = 47700
fp-utilization_pct = 40.6
fp.dieW_um = 222
placementRows = 80
chipArea_um2 = 49400

[hold_path]
whs_path_depth = 3
hold_class = in2reg
min_to = mult_res0[0]
min_from = mult1[0]

[timing]
grt_setup_unrepaired = false
hold_ws_ns = 4.46
max_freq_ghz = 0.0963
hold_violations = 0
fin_crit_sh_pct = 51.9
worstMarginPinSlew_ns = 0.911
setup_viol = 0
slew_headroom_pct = 39.0
finalSetupTns_ns = 0
period_minus_slack_ns = 10.39
drv_slew = 0

[clocking]
cts.sinks = 69
holdBufCountCts = 0
clk_pin_slew_ns = 0.06
clock_tree.buffer_depth = 2
cts_tree = built
numCtsBuffers = 9
cts_setup_buffers = 0
postCtsResizedCells = 0
root_buffer = clkbuf_16
htree_levels = 3

[worst_setup_path]
worst-path-max-fanout = 23
required_ns = 20.30
arrival_ns = 10.69
critical_path.endpoint_type = flip-flop
startpoint_type = input port
crit_type = in2reg

[place]
port_buffers = 92
hpwl_um = 35500
dpl_cell_area_um2 = 20900
place_congestion = 0.873

[global_routing]
grt_pass1_vias = 15791
grt_max_degree = 24
gr-total-overflow = 0
grt_pass1_wl_um = 80000
antenna_found_initial = 0
grtUsageTotal_pct = 21.5

[job]
warning_count = 25
cap_violations = 0

[drt]
drcViolationCount = 0
ant_nets = 0
drt_iter0_markers = 670
vias_per_cell = 5.01
wl_um = 45700
vias = 14347
antenna_cells = 0
routedWlPerCell_um = 16.0
drt_pass1_iterations = 5
[cell type report]
cell class	count	share of cell area (%)
multi-input combinational	1592	74.9
clock inverter	4	0.224
tap	615	3.63
timing repair buffer	135	5.86
sequential	69	6.51
inverter	435	7.69
clock buffer	12	1.16
[worst max-delay path: stages]
cell	delay, ns
clkdlybuf4s50_1	0.85
and2_1	0.41
fa_1	0.53
inv_1	0.05
fa_1	0.48
inv_1	0.06
fa_1	0.50
fa_1	0.50
fa_1	0.49
inv_1	0.05
fa_1	0.47
inv_1	0.04
ha_1	0.35
a21oi_1	0.14
o21ai_0	0.14
or4_1	0.42
o21ai_1	0.18
nand2_1	0.16
a21oi_2	0.23
o21ai_1	0.14
a2111oi_2	0.34
xnor2_1	0.15
[layout by cell type (no fill, tap or decap), types with 3 or more instances in the layout]
cell type        Yosys  routed
inv_1              435     435
fa_1               398     398
nand2_1            355     355
and2_1             226     226
ha_1               176     176
clkdlybuf4s50_1      0      92
a21oi_1             77      77
dfxtp_1             69      69
xnor2_1             66      66
nor2_1              47      47
buf_4               14      43
a21o_1              36      36
o21ai_0             34      34
xor2_1              21      21
nand3_1             14      14
nor2b_1             10      10
nand2b_1            10      10
o21a_1               9       9
a31oi_1              9       9
clkbuf_16            0       9
a211oi_1             8       8
nor3_1               8       8
o21ai_1              8       8
o21bai_1             8       8
nand4_1              6       6
and3_1               5       5
a211oi_2             5       5
o31ai_1              4       4
or4_1                3       3
a221o_1              3       3
a31o_2               3       3
a21boi_0             3       3
[cells in the mapped netlist (5+ instances only)]
master,count
fa_1,398
o21ai_0,34
a21o_1,36
nor3_1,8
o21bai_1,8
nor2b_1,10
a211oi_2,5
xnor2_1,66
nor2_1,47
o21ai_1,8
and2_1,226
a31oi_1,9
xor2_1,21
nand2b_1,10
ha_1,176
clkbuf_1,100
inv_1,435
nand3_1,14
dfxtp_1,69
and3_1,5
nand2_1,355
o21a_1,9
a21oi_1,77
nand4_1,6
a211oi_1,8
buf_4,14
[cell families (layout without fill, tap and decap cells)]
kind of cell,after synthesis,after routing,share of synthesized area [%]
adders and majority gates,574,574,52.4
buffers and inverters,549,586,10.9
and+or+nand+nor,694,694,17.3
xor gates and xnor gates,87,87,3.93
DFF,69,69,7.12
AOI/OAI and AO/OA,237,237,8.36
[routing by layer]
| metal | vias up | share of wire [%] | track usage [%] |
|---|---|---|---|
| met1 | 7165 | 41 | 28.7 |
| met2 | 395 | 50 | 36.3 |
| li1 | 6737 | - | - |
| met4 | 0 | 2.2 | 3.97 |
| met5 | - | 0 | 0 |
| met3 | 50 | 6.7 | 6.21 |
[metrics by stage]
| stage | util [%] | setup WS, ns | std cells |
|---|---|---|---|
| global placement | 43.8 | 9.29 | 2846 |
| global route | 44.4 | 9.27 | 2862 |
| detailed placement | 43.8 | 9.25 | 2846 |
| CTS | 44.4 | 9.64 | 2862 |
| floorplan | - | 10.62 | 2210 |
| finish | 44.4 | 9.61 | 2862 |
[registers in the layout, indices dropped and copies added (netlist names)]
register / count
mult_res0: 37
mult_res1: 32
[how the worst max path moves through the flow]
stage                to  depth (start not counted)     start
4_1_cts   mult_res0[35]                         22  mult1[2]
5_1_grt   mult_res0[35]                         22  mult1[2]
6_report  mult_res0[35]                         22  mult1[2]
