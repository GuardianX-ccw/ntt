$ cat ./config.mk
export PLATFORM = sky130hd
export DESIGN_NAME = cofe_regs
export DESIGN_NICKNAME = cofe_regs
export VERILOG_FILES = /design/flow/design.v
export SDC_FILE = /design/flow/constraint.sdc
export NUM_CORES = 4
export LEC_CHECK = 1
export CORE_UTILIZATION = 50
$ cat ./constraint.sdc
current_design cofe_regs

set clk_period 1.4
set clk_io_pct 0.2

create_clock -name clk0 -period $clk_period [get_ports {clk}]

set non_clock_inputs [all_inputs -no_clocks]
set_input_delay [expr $clk_period * $clk_io_pct] -clock clk0 $non_clock_inputs
set_output_delay [expr $clk_period * $clk_io_pct] -clock clk0 [all_outputs]
$ cat ./design.v
`timescale 1ns / 1ps
module cofe_regs#(parameter WIDTH = 'd32, Q = 23'd8380417)(
   input                     clk,
   input                     en ,
   input      [4*WIDTH-1:0]  In ,  
   output reg [4*WIDTH-1:0]  Out   
	);
   reg [WIDTH-1:0] S00xDN, S10xDN, S20xDN, S30xDN;
   reg [WIDTH-1:0] S00xDP, S10xDP, S20xDP, S30xDP;
   reg [WIDTH-1:0] S01xDN, S11xDN, S21xDN, S31xDN;
   reg [WIDTH-1:0] S01xDP, S11xDP, S21xDP, S31xDP;
   reg [WIDTH-1:0] S02xDN, S12xDN, S22xDN, S32xDN;
   reg [WIDTH-1:0] S02xDP, S12xDP, S22xDP, S32xDP;
   reg [WIDTH-1:0] S03xDN, S13xDN, S23xDN, S33xDN;
   reg [WIDTH-1:0] S03xDP, S13xDP, S23xDP, S33xDP;
   always @(*) begin
      Out = en ? {S00xDP,S20xDP,S10xDP,S30xDP} : {S00xDP,S02xDP,S01xDP,S03xDP};
      if(en) begin
         S00xDN = S01xDP;
         S01xDN = S02xDP;
         S02xDN = S03xDP;
         S03xDN = In[WIDTH-1:0];
         S10xDN = S11xDP;
         S11xDN = S12xDP;
         S12xDN = S13xDP;
         S13xDN = In[2*WIDTH-1:WIDTH];
         S20xDN = S21xDP;
         S21xDN = S22xDP;
         S22xDN = S23xDP;
         S23xDN = In[3*WIDTH-1:2*WIDTH];
         S30xDN = S31xDP;
         S31xDN = S32xDP;
         S32xDN = S33xDP;
         S33xDN = In[4*WIDTH-1:3*WIDTH];
      end else begin
         S00xDN = S10xDP;
         S01xDN = S11xDP;
         S02xDN = S12xDP;
         S03xDN = S13xDP;
         S10xDN = S20xDP;
         S11xDN = S21xDP;
         S12xDN = S22xDP;
         S13xDN = S23xDP;
         S20xDN = S30xDP;
         S21xDN = S31xDP;
         S22xDN = S32xDP;
         S23xDN = S33xDP;
         S30xDN = In[  WIDTH-1:      0];
         S31xDN = In[2*WIDTH-1:  WIDTH];
         S32xDN = In[3*WIDTH-1:2*WIDTH];
         S33xDN = In[4*WIDTH-1:3*WIDTH];
      end
   end
   always @(posedge clk) begin
         S00xDP <= S00xDN; S10xDP <= S10xDN; S20xDP <= S20xDN; S30xDP <= S30xDN;
         S01xDP <= S01xDN; S11xDP <= S11xDN; S21xDP <= S21xDN; S31xDP <= S31xDN;
         S02xDP <= S02xDN; S12xDP <= S12xDN; S22xDP <= S22xDN; S32xDP <= S32xDN;
         S03xDP <= S03xDN; S13xDP <= S13xDN; S23xDP <= S23xDN; S33xDP <= S33xDN;  
   end
endmodule
$ cat ./run.sh
#!/bin/bash
# OpenROAD 26Q1-2900-gdf79404cd8, Yosys 0.63+post, stock flow scripts
make -C /OpenROAD-flow-scripts/flow DESIGN_CONFIG=/design/flow/config.mk WORK_HOME=/design/flow/orfs finish
==> flow_metrics.tcl <==
# collected from the flow reports
set metrics [dict create \
    cts_buffers 51 \
    ff2ff_path_depth 3 \
    ys_chip_area_sq_mm 0.0175 \
    top_area_frac 0.587 \
    yosys_cells 1152 \
    clock_skew_ps 12.9 \
    wl_per_cell_um 15.1 \
    grt_start_max_net_pins 46 \
    status "finished with violations" \
    path_class "reg -> out" \
    grt-ovfl-total 0 \
    layout_setup_ws_ps -146 \
    nFillCells 2524 \
    peakVddDrop_mv 0.983 \
    synthXorXnorAreaFrac 0 \
    synthAdderAreaFrac 0 \
    startpoint_type "flip-flop" \
    ys_sh_mux 0.371 \
    num_vias 9307 \
    fin_hold_ws_ps 170 \
    powerDensity_mw_per_mm2 1550 \
    logic_area_sq_mm 0.00683 \
    period_minus_slack_ps 1550 \
    synth_area_per_cell_sq_um 15.2 \
    first_pass_iters 4 \
    arrival_ps 1270 \
    grt_pass1_wl_um 47700 \
    clock_sinks 512 \
    place_congestion 0.787 \
    ys_warn_count 1 \
    syn_to_final_growth_pct 27.7 \
    dieHeight_um 189 \
    ant_nets 0 \
    hp-class "in -> reg" \
    fmax_ghz 0.647 \
    slew_violations 0 \
    power.leakage_nw 9.25 \
    cap_violations 0 \
    cts_tree "built" \
    clk_pin_slew_ps 60 \
    cp_max_fo 2 \
    setup_tns_ps -10680 \
    drive_above_1_share 0.647 \
    cts_max_path_buffers 3 \
    grt_usage 0.175 \
    dpl.hpwl_um 19600 \
    yosys.stat.seqShare 0.587 \
    finalCoreUtilization 0.647 \
    ys_sh_aoi 0 \
    hold_depth 1 \
    via_per_inst 4.75 \
    drt_iter0_drc 245 \
    seq_area_sq_mm 0.0104 \
    largest_area_cell "dfxtp_1" \
    violations "setup timing" \
    chipArea_sq_mm 0.0357 \
    fin_crit_sh 1.10 \
    fp-utilization 0.507 \
    layout_top_cell "mux2_2" \
    core_sq_mm 0.0345 \
    clock_latency_ps 550 \
    cp-end-kind "output port" \
    logic_family "multiplexers" \
    simple_gate_area_frac 0 \
    synth.distinct_cells 5 \
    die_width_um 189 \
    grt_pass1_vias 9431 \
    cts_root_buffer "clkbuf_16" \
    netlist_instances 1152 \
    io_buffers 257 \
    netlist_area_sq_mm 0.0175 \
    worst_pin_slew_ps 480 \
    antenna_found_initial 4 \
    slew_headroom 0.680 \
    io_pins 258 \
    htreeDepth 2 \
    crit_required_ps 1120 \
    drt-total-wl_um 29500 \
    report.final.setup_viol 96 \
    rsz0062_at_grt "yes" \
    fp-row-count 68 \
    synth_flops 512 \
    hold_violations 0 \
    timing.reg2reg.setup_slack_ps 470 \
    drcViolationCount 0 \
    synth.area.top_cells "dfxtp_1 (59%), mux2_2 (37%), buf_6 (3.3%), clkbuf_8 (0.79%), buf_2 (0.086%)" \
    warnings 28 \
    mostFrequentLayoutCells "mux2_2 (484), dfxtp_1 (362), dfxtp_2 (150)" \
]
## worst max-delay path, stage by stage, from the launching register on
cell     delay (ps)
dfxtp_2         320
mux2_4          280
buf_2           110
## kinds of logic (layout without fill, tap and decap cells)
logic type | Yosys count | after routing
flip-flops | 512 | 512
other | 0 | 3
multiplexers | 576 | 576
buffers and inverters | 64 | 414
## Yosys cell counts
cell type / count
buf_6: 51
clkbuf_8: 10
mux2_2: 576
buf_2: 3
dfxtp_1: 512
## metal layers
metal  up-vias  part of all wire  global-route usage  routed length [um]
met2       193              0.47               0.275               13900
li1       4721                 -                   -                   -
met5         -           0.00075                   0                  22
met3        55             0.061              0.0409                1790
met1      4334              0.45               0.258               13200
met4         4             0.022              0.0360                 636
## state kept, by name, summed over array words and instances, names as in the netlist
register and cells:
S21xDP 32, S00xDP 32, S32xDP 32, S11xDP 32
S23xDP 32, S10xDP 32, S30xDP 32, S22xDP 32
S01xDP 32, S12xDP 32, S33xDP 32, S03xDP 32
S02xDP 32, S31xDP 32, S20xDP 32, S13xDP 32
## layout make-up
type / instances / area share
Sequential cell: 512 / 0.468
Multi-Input combinational cell: 576 / 0.306
Timing Repair Buffer: 322 / 0.124
Clock buffer: 80 / 0.0721
Tap cell: 455 / 0.0255
Clock inverter: 12 / 0.00398
Antenna cell: 3 / 0.000337
## repair_timing
action                                  CTS  global route
buffers inserted                          6             2
endpoints found under the setup margin  128           104
hold buffers                              0             0
resized                                 550            41
pin swaps                                 0             0
## through the flow
stage               total power [mW]  worst slack, ps  instance area (sq um)  instances
floorplan                       19.5             97.1                  17500       1152
global placement                21.7             -399                  20400       1857
detailed placement              21.7             -385                  20400       1857
CTS                             35.0             -178                  22100       1955
global route                    36.3             -197                  22300       1958
finish                          34.7             -146                  22300       1960
## power by group
group	total, mW	internal, mW	leakage (nW)	switching, mW
Sequential	17.3	16.5	4.32	0.800
Combinational	4.06	3.00	4.08	1.06
Clock	13.3	8.03	0.851	5.28
Total	34.7	27.5	9.25	7.14
## worst paths after layout
check,startpoint,end
max,S03xDP[10],Out[10]
min,In[98],S33xDP[2]
max reg2reg,S02xDP[19],S01xDP[19]
min reg2reg,S21xDP[11],S11xDP[11]
Power and IR drop assume default switching activity.
